<file path="./run.sh">
#!/bin/bash
# OpenROAD 26Q1-2900-gdf79404cd8, Yosys 0.63+post, stock flow scripts
make -C /OpenROAD-flow-scripts/flow DESIGN_CONFIG=/design/flow/config.mk WORK_HOME=/design/flow/orfs finish
</file>
<file path="./config.mk">
export PLATFORM = sky130hd
export DESIGN_NAME = IM
export DESIGN_NICKNAME = IM
export VERILOG_FILES = /design/flow/design.v
export SDC_FILE = /design/flow/constraint.sdc
export NUM_CORES = 4
export LEC_CHECK = 1
export CORE_AREA = 10 10 91 91
export DIE_AREA = 0 0 101 101
</file>
<file path="./constraint.sdc">
current_design IM

set clk_period 3.1
set clk_io_pct 0.2

create_clock -name clk0 -period $clk_period

set non_clock_inputs [all_inputs -no_clocks]
set_input_delay [expr $clk_period * $clk_io_pct] -clock clk0 $non_clock_inputs
set_output_delay [expr $clk_period * $clk_io_pct] -clock clk0 [all_outputs]
</file>
<file path="./design.v">
`timescale 1ns / 1ps
module IM(PCout,Instruction_Out);
		input [63:0] PCout;
		output [31:0] Instruction_Out;
		reg [7:0] IM [0:255];
		initial 
		begin
		IM[0] = 8'hF8;
		IM[1] = 8'h40;
		IM[2] = 8'h83;
		IM[3] = 8'hE1;
		IM[4] = 8'hF8;
		IM[5] = 8'h41;
		IM[6] = 8'h03;
		IM[7] = 8'hE2;
		IM[8] = 8'hF8;
		IM[9] = 8'h41;
		IM[10] = 8'h83;
		IM[11] = 8'hE3;
		IM[12] = 8'hF8;
		IM[13] = 8'h42;
		IM[14] = 8'h03;
		IM[15] = 8'hE4;
		IM[16] = 8'hF8;
		IM[17] = 8'h42;
		IM[18] = 8'h83;
		IM[19] = 8'hE5;
		IM[20] = 8'hF8;
		IM[21] = 8'h43;
		IM[22] = 8'h03;
		IM[23] = 8'hE6;
		IM[24] = 8'hF8;
		IM[25] = 8'h43;
		IM[26] = 8'h83;
		IM[27] = 8'hE7;
		IM[28] = 8'hF8;
		IM[29] = 8'h44;
		IM[30] = 8'h03;
		IM[31] = 8'hE8;
		IM[32] = 8'hF8;
		IM[33] = 8'h44;
		IM[34] = 8'h83;
		IM[35] = 8'hE9;
		IM[36] = 8'hF8;
		IM[37] = 8'h45;
		IM[38] = 8'h03;
		IM[39] = 8'hEA;
		IM[40] = 8'hF8;
		IM[41] = 8'h45;
		IM[42] = 8'h83;
		IM[43] = 8'hEB;
		IM[44] = 8'hF8;
		IM[45] = 8'h46;
		IM[46] = 8'h03;
		IM[47] = 8'hEC;
		IM[48] = 8'h8B;
		IM[49] = 8'h03;
		IM[50] = 8'h00;
		IM[51] = 8'h22;
		IM[52] = 8'hCB;
		IM[53] = 8'h04;
		IM[54] = 8'h00;
		IM[55] = 8'hA6;
		IM[56] = 8'hAA;
		IM[57] = 8'h08;
		IM[58] = 8'h00;
		IM[59] = 8'hE9; 
		IM[60] = 8'h8A;
		IM[61] = 8'h0B;
		IM[62] = 8'h01;
		IM[63] = 8'h4C; 
		end
		assign Instruction_Out = {IM[PCout+0],IM[PCout+1],IM[PCout+2],IM[PCout+3]};
endmodule
</file>
==> results.json <==
{
  "status": "finished with violations",
  "violations": "setup timing",
  "numPortBuffers": 38,
  "vias_per_cell": 5.59,
  "firstDrtPassIters": 5,
  "netlist_area_mm2": 0.00212,
  "timing.fmax_mhz": 319,
  "core_area_mm2": 0.00635,
  "hp-class": "in2out",
  "cpPeakStageDelay_ns": 0.44,
  "leakage_nw": 1.66,
  "crit_slowest_cell": "mux4_2",
  "cp-end-kind": "primary output",
  "cp_max_fo": 6,
  "finalHoldViolations": 0,
  "dieArea_mm2": 0.0102,
  "adder_share_pct": 7.08,
  "die_w_um": 101,
  "n_fill_cell": 502,
  "synth-warning-count": 1,
  "required_ns": 2.48,
  "min_period_ns": 3.13,
  "min_period_over_period_pct": 101,
  "ir_drop_mv": 0.108,
  "wire_per_inst_um": 15.5,
  "grt_pass1_wl_mm": 13.3,
  "critical_path.top_delay_family": "buffers and inverters",
  "yosys.area_share.simple_pct": 25.4,
  "worstMarginPinSlew_ns": 0.337,
  "ys_cells": 314,
  "yosys-stat-area_mm2": 0.00212,
  "relSlewSlack_pct": 77.3,
  "crit_path_frequent_cell": "buf_4",
  "final_common_cell": "buf_4",
  "flop-count": 0,
  "areaGrowthSynthToFinish_pct": 81.3,
  "fin_ws_ns": -0.0315,
  "dp_hpwl_mm": 5.90,
  "grt-ovfl-total": 0,
  "synthAoiAreaFrac_pct": 36.1,
  "critPathBufInv": 5,
  "synth_cell_types": 58,
  "worstPathArrival_ns": 2.51,
  "crit_type": "in2out",
  "fp-row-count": 29,
  "area.sequential_um2": 0,
  "wirelength_mm": 8.18,
  "hold_buffers": 0,
  "drv_slew": 0,
  "warnings": 99,
  "ys_sh_xor_pct": 10.3,
  "drive_above_1_share_pct": 42.1,
  "mux_area_share_pct": 12.6,
  "cap_violations": 0,
  "netlist_logic_family_top": "AND-OR/OR-AND gates",
  "yosys.stat.seqShare_pct": 0,
  "grt_usage_pct": 15.4,
  "grt_pass1_vias": 2682,
  "via_count": 2949,
  "antenna_found_initial": 0,
  "setup_viol": 1,
  "drc": 0,
  "p_total_mw": 0.737,
  "powerDensity_mw_per_mm2": 192,
  "fp_util_pct": 33.4,
  "holdWs_ns": 1.91,
  "cp_cell_sequence": "buf_4 -> inv_2 -> buf_4 -> ha_4 -> buf_4 -> nor2_1 -> a21o_1 -> mux4_2 -> clkdlybuf4s50_1",
  "rsz0062_at_grt": "true",
  "drt_iter0_drc": 211,
  "syn_inst": 314,
  "syn_area_per_cell_um2": 6.75,
  "clkbuf_count": 0,
  "cp-start-kind": "input pin",
  "grt_max_degree": 24,
  "die_h_um": 101,
  "place.gp.congestion": 0.957,
  "final_cell_mix": "115 x buf_4, 34 x nand2_1, 22 x o21ai_0",
  "comb_area_mm2": 0.00225,
  "ant_nets": 0,
  "n_antenna_cell": 0,
  "ios": 96
}
worst min-delay path, stage by stage:
cell,delay (ns)
buf_6,0.11
inv_4,0.07
buf_4,0.15
a21oi_1,0.06
nor2_1,0.09
a21oi_1,0.06
dlymetal6s2s_1,0.12
cell families after synthesis:
group / count (synthesis)
xor gates and xnor gates: 19
adders and majority gates: 12
buffers and inverters: 40
AOI/OAI and AO/OA: 112
and+or+nand+nor: 112
muxes: 19
power by group:
| part | leakage, nW | switching (mW) | internal, mW |
|---|---|---|---|
| sequential | 0 | 0 | 0 |
| combinational | 1.66 | 0.322 | 0.415 |
| clock | 0 | 0 | 0 |
through the flow:
| stage | std cells | setup slack (ns) | util (%) | TNS (ns) | instance area, µm² |
|---|---|---|---|---|---|
| final | 528 | -0.0315 | 60.5 | -0.0315 | 3840 |
| after global routing | 528 | -0.123 | 60.5 | -0.448 | 3840 |
| after CTS | 514 | 0.0000902 | 57.4 | 0 | 3640 |
| after detailed placement | 500 | -0.743 | 51.1 | -15.72 | 3240 |
| after global placement | 500 | -0.748 | 51.1 | -15.53 | 3240 |
| after floorplan | 314 | 0.00945 | - | 0 | 2130 |
synthesized netlist by cell type, drive strengths merged, types with 3 or more instances:
| cell | count | share of area (%) |
|---|---|---|
| or3 | 3 | 0.89 |
| a211o | 3 | 1.2 |
| nand4 | 5 | 1.5 |
| o31ai | 3 | 1.1 |
| and2 | 3 | 0.89 |
| a31oi | 4 | 1.2 |
| xor2 | 7 | 4.0 |
| buf | 13 | 3.7 |
| nand3b | 4 | 1.4 |
| o211ai | 6 | 2.1 |
| o31a | 3 | 1.2 |
| inv | 8 | 1.4 |
| nor3 | 11 | 2.6 |
| nor2b | 8 | 2.4 |
| ha | 12 | 7.1 |
| nand2b | 6 | 1.8 |
| o21ai | 31 | 7.3 |
| o21a | 3 | 1.1 |
| mux2i | 12 | 5.7 |
| clkbuf | 19 | 3.4 |
| mux4 | 6 | 6.4 |
| o22ai | 3 | 0.89 |
| a211oi | 7 | 2.5 |
| xnor2 | 12 | 6.4 |
| a21oi | 23 | 6.5 |
| nor2 | 22 | 4.0 |
| o2111ai | 3 | 1.2 |
| nand3 | 10 | 2.4 |
| nand2 | 36 | 6.4 |
final cells by class:
| cell class | count | area share (%) |
|---|---|---|
| Tap cell | 77 | 2.51 |
| Inverter | 8 | 0.944 |
| Timing Repair Buffer | 169 | 38.0 |
| Multi-Input combinational cell | 274 | 58.6 |
per-layer routing:
layer | share of wire, % | global-route usage [%] | wire length, µm | vias to the layer above
li1 | - | - | - | 1446
met1 | 46 | 23.3 | 3790 | 1360
met2 | 45 | 24.5 | 3680 | 133
met3 | 8.0 | 1.32 | 652 | 10
met4 | 0.72 | 0.750 | 59 | 0
met5 | 0 | 0 | 0 | -
path summary, 6_finish.rpt:
path              startpoint             endpoint  slack (ns)  depth (start not counted)
setup / recovery    PCout[0]  Instruction_Out[27]       -0.03                          9
hold / removal      PCout[1]  Instruction_Out[24]        1.91                          7
timing repair:
action	CTS	global route
setup buffers	14	14
setup endpoints to repair	31	20
pin swaps	21	16
hold endpoints to repair	0	0
resized	90	28
No activity file was given, so power comes from the tool's default toggle rates.
