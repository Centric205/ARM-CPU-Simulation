## flow/design.v

```verilog
`timescale 1ns / 1ps
module PR2(PR1, PR2, Data1, Data2, SEout2, clock, 
			ALUSrc2, Branch2, MemRead2,MemWrite2,MemtoReg2,RegWrite2,ALUOp2);
		input clock;
		input [499:0] PR1;
		input [63:0] Data1, Data2, SEout2;
		output reg [499:0] PR2;
		input ALUSrc2, Branch2, MemRead2,MemWrite2,MemtoReg2,RegWrite2;
		input [1:0] ALUOp2;
		wire [63:0] PCout2;
		wire [4:0] Rt2;
		assign PCout2 = PR1[95:32];
		assign Rt2 = PR1[4:0];
		always @ (posedge clock) begin
		PR2[95:32] <= PCout2;
		PR2[96] <= ALUSrc2;
		PR2[98:97] <= ALUOp2;
		PR2[99] <= Branch2;
		PR2[100] <= MemRead2;
		PR2[101] <= MemWrite2;
		PR2[102] <= MemtoReg2;
		PR2[103] <= RegWrite2;
		PR2[167:104] <= Data1;
		PR2[231:168] <= Data2;
		PR2[295:232] <= SEout2;
		PR2[31:21] <= PR1[31:21];   
		PR2[4:0] <= Rt2;
		end
endmodule
```

## flow/constraint.sdc

```tcl
current_design PR2

set clk_period 1.0
set clk_io_pct 0.2

create_clock -name clk0 -period $clk_period [get_ports {clock}]

set non_clock_inputs [all_inputs -no_clocks]
set_input_delay [expr $clk_period * $clk_io_pct] -clock clk0 $non_clock_inputs
set_output_delay [expr $clk_period * $clk_io_pct] -clock clk0 [all_outputs]
```

## flow/run.sh

```bash
#!/bin/bash
# OpenROAD 26Q1-2900-gdf79404cd8, Yosys 0.63+post, stock flow scripts
make -C /OpenROAD-flow-scripts/flow DESIGN_CONFIG=/design/flow/config.mk WORK_HOME=/design/flow/orfs finish
```

## flow/config.mk

```make
export PLATFORM = sky130hd
export DESIGN_NAME = PR2
export DESIGN_NICKNAME = PR2
export VERILOG_FILES = /design/flow/design.v
export SDC_FILE = /design/flow/constraint.sdc
export NUM_CORES = 4
export LEC_CHECK = 1
export CORE_AREA = 10 10 461 461
export DIE_AREA = 0 0 471 471
```

==> reports/qor.csv <==
metric;value;unit
WP buf/inv;1;
vias in the first global route;7892;
final slew viol count;0;
cells after synthesis;501;
Leakage;7.65;nW
cts bufs inserted;42;
postcts setup bufs;0;
crit end category;primary output;
Largest stage delay, worst path;0.34;ns
Top Ports;1201;
Setup CP Type;flip-flop to primary output;
Synth Warn #;221;
worst hold slack;0.0371;ns
Crit path depth;1;
count of final hold-check violations;0;
Post-synth seq share;0.772;
Worst Slack Setup Final;-0.295;ns
flops out of synthesis;280;
max FFs per register;280;
largest net degree at the start of global routing;14;
Largest Register;PR2;
CP startpoint;PR2[189]$_DFF_P_;
layout overhead on the synthesized area;175;%
Crit path max-delay family;flip-flops;
PortBufs;560;
Die Y;471;µm
Die W;471;µm
first-pass GRT wire length;96300;µm
fp_density;0.0359;
hpwl dp;71700;µm
part of the power in registers;0.381;
Largest regs;PR2: 280 flops;
Max Cap Violations;0;
total iterations of the first detailed-routing run;4;
Post-Layout Cell Count;4085;
fmax;772;MHz
Register Area;5850;µm²
Worst Path Required;0.80;ns
Internal Power;23.9;mW
placer congestion estimate;0.747;
Top cells excl fill/tap;clkdlybuf4s50_1, dlygate4sd3_1, conb_1;
CORE AREA;202000;µm²
Max IR drop VDD;1420;µV
FP Rows;165;
logic area;826;µm²
hold crit path type;primary input to flip-flop;
via count;6809;
RSZ-0062 raised after global routing;yes;
maximum clock path buffer count;3;
Distinct cells, synth;3;
status;finished with violations;
final setup fails;280;
post-route minimum period;1.30;ns
TNS Setup;-64.87;ns
Yosys Instances;501;
CP max stage cell;dfxtp_2;
Comb power frac;0.128;
failing checks;setup timing;
vias per cell;1.67;
clock slew at reported path FFs;0.06;ns
# DRC;0;
Period Utilization, post-route;1.30;
CP Max Fanout;1;
detailed router's first-iteration violation count;178;
fill count;23000;
Root Driver;clkbuf_16;
grt ovf;0;
most instantiated logic cell after routing;clkdlybuf4s50_1;
chip area;222000;µm²
area reported by Yosys stat;7260;µm²
syn avg cell area;14.5;µm²
NetSw;7.93;mW
Placed Instances;3732;
H-tree depth;2;
antenna viol nets, final;0;
Post-Syn Area;7260;µm²
tool warnings;447;
initial antenna violation count;113;
crit path DAT;1.10;ns
WL/cell;19.9;µm
Power Density;1600;nW/µm²
switch share;0.249;
All-Layer GR Usage;0.0708;
Setup crit end;PR2[189];
final WL;81200;µm
layout cell share with drive strength beyond 1;0.400;
CTS tree;built;
crit path launch type;flip-flop;
critical path, cell by cell;buf_12;
CTS sink count;280;
clock power share;0.490;
[how the worst min path moves through the flow]
stage                 startpoint          endpoint  slack [ns]  cells after the start
final                  Data2[46]  PR2[214]$_DFF_P_        0.04                      1
after global routing   Data2[46]  PR2[214]$_DFF_P_       0.002                      1
after CTS                PR1[75]   PR2[75]$_DFF_P_     0.00004                      1
[kinds of logic (layout without fill, tap and decap cells)]
| logic type | Yosys count | count (layout) | synth area share |
|---|---|---|---|
| other cells | 1 | 247 | 0.000516 |
| flops | 280 | 280 | 0.772 |
| buf+inv | 220 | 886 | 0.227 |
[power groups by stage]
stage	clock network [mW]	registers [mW]	logic, mW
4_1_cts	16.4	12.1	4.29
5_1_grt	16.8	12.2	4.47
6_report	15.6	12.1	4.08
[synth_stat cells]
master / count / area, µm²
buf_4: 220 / 1650
conb_1: 1 / 3.75
dfxtp_1: 280 / 5610
[routing by layer]
layer	wire, µm	vias up	global-route usage
met4	3460	10	0.0180
met3	13100	234	0.0504
met1	25700	2916	0.0665
met2	38900	802	0.123
li1	-	2847	-
met5	74	-	0
[through the flow]
step	power [mW]	util	worst slack, ns	cell area, µm²
finish	31.8	0.0986	-0.295	20000
global route	33.5	0.0984	-0.366	19900
CTS	32.9	0.0979	-0.383	19800
detailed placement	15.6	0.0791	-0.149	16000
global placement	15.6	0.0791	-0.158	16000
floorplan	12.6	-	0.538	8080
[timing repair]
| item | CTS | global route |
|---|---|---|
| gates resized | 925 | 24 |
| hold buffers | 248 | 0 |
| setup endpoints to repair | 280 | 280 |
| endpoints found under the hold margin | 248 | 0 |
| pin swaps | 0 | 0 |
[cell type report]
cell class	instances	share of cell area
Sequential cell	280	0.293
Multi-Input combinational cell	220	0.0414
Clock inverter	23	0.0113
Timing Repair Buffer	808	0.421
Tap cell	2672	0.168
Clock buffer	55	0.0623
Antenna cell	27	0.00339
Power and IR drop assume default switching activity.
