[flow/design.v]
`timescale 1ns / 1ps
module registerfile(PR1, PR4, MemtoReg_Out, Data1, Data2, clock, Reg2Loc_Out);
		input [499:0] PR1;
		input [499:0] PR4;
      input [63:0] MemtoReg_Out;
		input [4:0] Reg2Loc_Out;
		wire [4:0] Rn, Rm;  
		wire[63:0] Write_Data;  
		wire RegWrite5;  
		input clock;  
		output [63:0] Data1, Data2;  
		reg [63:0] RF [0:31];  
		wire [4:0] Rt5;
		initial begin
		RF[0] = 64'b0;
		RF[31] = 64'b0;
		end
		assign Rt5 = PR4[4:0];
	   assign Rn = PR1[9:5];
		assign Rm = Reg2Loc_Out;
		assign Data1 = RF[Rn];
		assign Data2 = RF[Rm];
		assign Write_Data = MemtoReg_Out;
		assign RegWrite5 = PR4[103];
		always@(posedge clock)
		if (RegWrite5 == 1) RF[Rt5] <= Write_Data;
endmodule
[flow/run.sh]
#!/bin/bash
# OpenROAD 26Q1-2900-gdf79404cd8, Yosys 0.63+post, stock flow scripts
make -C /OpenROAD-flow-scripts/flow DESIGN_CONFIG=/design/flow/config.mk WORK_HOME=/design/flow/orfs finish
[flow/config.mk]
export PLATFORM = sky130hd
export DESIGN_NAME = registerfile
export DESIGN_NICKNAME = registerfile
export VERILOG_FILES = /design/flow/design.v
export SDC_FILE = /design/flow/constraint.sdc
export NUM_CORES = 4
export LEC_CHECK = 1
export CORE_UTILIZATION = 30
[flow/constraint.sdc]
current_design registerfile

set clk_period 11.1
set clk_io_pct 0.2

create_clock -name clk0 -period $clk_period [get_ports {clock}]

set non_clock_inputs [all_inputs -no_clocks]
set_input_delay [expr $clk_period * $clk_io_pct] -clock clk0 $non_clock_inputs
set_output_delay [expr $clk_period * $clk_io_pct] -clock clk0 [all_outputs]
==> flow_summary_export.csv <==
group,metric,value,unit
routing,drtIter0Drc,3119,
clock_network,cts_buffer_depth,4,
final_timing,hold_viol,0,
final_layout,area.growth.synth_to_final,15.53,%
placed_design,dp_slack,2.920,ns
final_timing,slew_headroom,0.2891,
routing,routed_wl,292.2,mm
min_path,worstHoldStart,"MemtoReg_Out[49]",
worst_setup_path,worstPathArrival,5.98,ns
final_layout,lay_top_cells,"2048 x edfxtp_1, 1039 x mux4_2, 362 x mux2i_1, 258 x buf_4, 211 x clkbuf_16",
synthesis,syn_avg_cell_area,21.82,µm²
placed_design,place_congestion,0.8387,
final_timing,period_used_share,0.7391,
floorplanning,core_area,311900,µm²
run,drv_cap,0,
routing,drc,0,
final_layout,layout.cells.most_common,"edfxtp_1",
min_path,hold_depth,2,
final_timing,min_period,8.204,ns
clock_network,cts_tree,"yes",
pwr,power.density,156.7,nW/µm²
routing,wire_per_inst,32.61,µm
clock_network,clockRootBuffer,"clkbuf_16",
min_path,min_to,"RF[5][49]",
worst_setup_path,required,8.88,ns
pwr,ir_drop,0.0001248,V
final_timing,slew_viol_final,0,
clock_network,ctsHtreeMaxLevel,4,
synthesis,synthDistinctLibCells,38,
final_timing,setup_viol,0,
floorplanning,die_area,315900,µm²
final_layout,final_util,0.3485,
min_path,hold_class,"in -> reg",
synthesis,top_cells_by_area,"edfxtp_1 65%, mux4_2 25%, mux2i_1 3.9%, a221oi_1 0.87%, buf_2 0.69%",
grt,grt_pass1_vias,56986,
grt,grt_max_degree,86,
final_layout,top_register,"RF",
routing,firstDrtPassIters,5,
routing,vias,49588,
outcome,outcome,"finished clean",
clock_network,post_cts_buffers,0,
synthesis,largest_area_cell,"edfxtp_1",
final_timing,worst_slew_pin_slew,1.063,ns
worst_setup_path,path_class,"in -> out",
clock_network,cts-buffers-inserted,211,
clock_network,cts_hold_buf,0,
synthesis,ys_ff,2048,
placed_design,port_buffers,208,
final_layout,drive_gt1_frac,0.3528,
final_timing,worst_slack,2.896,ns
final_layout,largestRegisters,"RF (2048)",
grt,track_usage,0.2002,
worst_setup_path,worstPathMaxFanout,67,
final_timing,tns,0,ns
synthesis,syn_area,94100,µm²
synthesis,ys_warn_count,1,
synthesis,ys_area,94100,µm²
pwr,leakage,33.86,nW
run,warning_count,1015,
clock_network,cts_resized,0,
synthesis,postSynthSeqShare,0.6536,
floorplanning,rows,205,
floorplanning,die_w,562.1,µm
routing,antenna_left,0,
clock_network,clk_pin_slew,0.06,ns
worst_setup_path,start_kind,"input port",
synthesis,ys_cells,4313,
clock_network,cts_sinks,2048,
grt,overflow,0,
grt,antenna_found_initial,16,
final_timing,rsz0062_at_grt,"false",
grt,grt_pass1_wl,414.4,mm
floorplanning,fp_util,0.3017,
routing,vias_per_cell,5.533,
final_layout,largest_register_ffs,2048,
worst_setup_path,endpoint_kind,"output pin",
final_timing,fmax,121.9,MHz
placed_design,dp_hpwl,172.2,mm
floorplanning,io_pins,1198,
synthesis,synth_cells,4313,
floorplanning,fp.dieH,562.1,µm
synthesis,top_cell_area_share,0.6536,
worst max-delay path by stage:
stage | startpoint | to | slack (ns)
after CTS | PR1[6] | Data1[41] | 2.88
after global routing | Reg2Loc_Out[0] | Data2[45] | 2.62
final | Reg2Loc_Out[0] | Data2[45] | 2.90
cell usage after synthesis, drive strengths merged:
cell,n
edfxtp,2048
mux4,1039
mux2i,362
buf,255
a221oi,93
clkbuf,92
nand2,87
mux2,56
nor2,46
a32o,38
o22ai,38
a22o,33
o21a,22
nor2b,19
a22oi,18
a211oi,6
and2,5
nand3b,5
a2111oi,4
a211o,4
a21o,4
a21oi,4
a32oi,4
and3,4
nand2b,4
nor4,4
o221ai,4
o41ai,4
or3b,3
nand3,2
or2,2
or3,2
clkinv,1
nor3,1
power by group:
| group | leakage (nW) | switching, W | total [W] | internal, W |
|---|---|---|---|---|
| registers | 18.4 | 0.0000366 | 0.00864 | 0.00861 |
| logic | 12.3 | 0.000833 | 0.00154 | 0.000707 |
| clock network | 3.15 | 0.00294 | 0.00685 | 0.00391 |
| total | 33.9 | 0.00381 | 0.0170 | 0.0132 |
critical path, stage by stage:
cell	delay (ns)
buf_8	0.55
buf_12	0.49
buf_4	0.67
mux4_2	0.40
nand2_1	0.06
a32o_1	0.29
a221oi_1	0.46
clkdlybuf4s50_1	0.61
cells by family after synthesis:
| logic type | count (synthesis) | share of synthesized area |
|---|---|---|
| simple gates | 184 | 0.008802 |
| buf+inv | 348 | 0.01939 |
| flops | 2048 | 0.6536 |
| compound gates | 276 | 0.02436 |
| mux | 1457 | 0.2939 |
cell type report:
class,instances,area (µm²)
inverters,1,11.26
multi-input cells,1917,31100
clock inverters,106,1011
repair buffers,483,4419
well taps,4140,5180
flip-flops and latches,2048,61500
clock buffers,261,5468
diodes,6,15.01
fillers,28434,203200
per-stage QoR:
step,cells,power (W),area [µm²],hold slack [ns]
after floorplan,4313,0.009661,94100,2.319
after CTS,8956,0.01718,108700,2.124
after global placement,8589,0.01036,102200,3.050
after detailed placement,8589,0.01037,102200,3.055
final,8962,0.01704,108700,2.177
after global routing,8957,0.01755,108700,2.174
layer usage:
| metal | global-route usage | part of all wire | up-vias |
|---|---|---|---|
| met4 | 0.04839 | 0.031 | 30 |
| met2 | 0.2942 | 0.46 | 3817 |
| li1 | - | - | 19918 |
| met1 | 0.2039 | 0.30 | 25283 |
| met3 | 0.1880 | 0.21 | 540 |
| met5 | 0.01054 | 0.0013 | - |
Power is estimated from default activity; no workload was simulated.
